File: ./config.mk
export PLATFORM = sky130hd
export DESIGN_NAME = EchoProcessor
export DESIGN_NICKNAME = EchoProcessor
export VERILOG_FILES = /design/flow/design.v
export SDC_FILE = /design/flow/constraint.sdc
export NUM_CORES = 4
export LEC_CHECK = 1
export CORE_UTILIZATION = 50
File: ./constraint.sdc
current_design EchoProcessor

set clk_period 11.4
set clk_io_pct 0.2

create_clock -name clk0 -period $clk_period [get_ports {clk}]

set non_clock_inputs [all_inputs -no_clocks]
set_input_delay [expr $clk_period * $clk_io_pct] -clock clk0 $non_clock_inputs
set_output_delay [expr $clk_period * $clk_io_pct] -clock clk0 [all_outputs]
File: ./design.v
parameter WDEPTH = 8192;
parameter WDSIZE = 32;
parameter RDEPTH = 8192;
parameter RDSIZE = 32;
parameter AEMPT = 1;
parameter AFULL = 1;
parameter ASIZE = 13;
parameter RASIZE = 13;
module Echo(
    input clk,
    input rst,   
    input  [15:0] audio_in,
    input in_able,
    output reg  [15:0] audio_out
);
parameter DELAY = 100;  
reg  [15:0] delay_line[0:DELAY-1];
reg [15:0] write_ptr = 0;
reg [15:0] read_ptr = 0;
reg [15:0]  count;
integer i;
always@(posedge clk or negedge rst) begin
    if (!rst)     count <= 16'd0; 
    else if(count==16'd10)  count<=16'd0;
    else  count <=count+16'd1;
    end
always@(posedge clk or negedge rst) begin
    if (!rst)     write_ptr <= 16'd50; 
    else if(write_ptr==16'd100)  write_ptr<=16'd0;
    else if(count==16'd10) write_ptr <=write_ptr+16'd1;
    end  
always@(posedge clk or negedge rst) begin
    if (!rst)     read_ptr <= 16'd0; 
    else if(read_ptr==16'd100)  read_ptr<=16'd0;
    else if(count==16'd10)  read_ptr <=read_ptr+16'd1;
    end  
always @(posedge clk or negedge rst) begin
    if (!rst) begin   
        audio_out <= 0;  
        end
    else 
    if(in_able)begin
        if(count==16'd10) begin
            delay_line[write_ptr] <= audio_in;
        end
        else     
            audio_out <=  audio_in + delay_line[read_ptr];  
    end
end
endmodule
module EchoProcessor(
    input clk,
    input rst,   
    input in_able,
    input  [31:0] audio_in,
    output reg  [31:0] audio_out
);
    wire  [15:0] upper_out;
    wire  [15:0] lower_out;
    Echo upper_echo (
        .clk(clk),
        .rst(rst),
        .audio_in(audio_in[31:16]),  
        .in_able(in_able),
        .audio_out(upper_out)         
    );
    Echo lower_echo (
        .clk(clk),
        .rst(rst),
        .audio_in(audio_in[15:0]),  
        .in_able(in_able),
        .audio_out(lower_out)         
    );
    always @(posedge clk or negedge rst) begin
        if (!rst) begin
            audio_out <= 0;  
        end else begin
            if(in_able)
            audio_out <= {upper_out, lower_out};  
            else
             audio_out <= audio_in;
        end
    end
endmodule
File: ./run.sh
#!/bin/bash
# OpenROAD 26Q1-2900-gdf79404cd8, Yosys 0.63+post, stock flow scripts
make -C /OpenROAD-flow-scripts/flow DESIGN_CONFIG=/design/flow/config.mk WORK_HOME=/design/flow/orfs finish
==> notes.md <==
Implementation status.

- The final critical path time including I/O delays and setup is 7.71 ns.
- Detailed placement reports a standard cell area of 135,000 µm².
- Detailed placement finished with a half-perimeter wire length of 426,000 µm.
- The layout report lists the combined flip-flop and latch area as 100,000 µm².
- The routed layout reports a DRC error count of 0.
- In the final timing run, aggregate negative setup slack is 0 ns.
- The cell depth of the worst hold path is 1.
- Once the clock tree was built, the setup fixing pass inserted 0 buffers.
- For hold timing, the worst endpoint is lower_echo.count[15].
- The count of endpoints failing hold in the final timing report is 0.
- Counting instances in the post-synthesis netlist gives the leading cell types as sky130_fd_sc_hd__edfxtp_1 (3,200), sky130_fd_sc_hd__a22oi_1 (1,373), sky130_fd_sc_hd__nand2_1 (535).
- The arrival time of the worst setup path is 8.55 ns.
- Per the post-CTS timing run, clock transition at the registers of the reported paths is 0.06 ns.
- The number of clock sinks is 3,360.
- The leakage power is 48.4 nW.
- The areal power density over the cells is 175 nW/µm².
- The number of CTS-inserted buffers is 357.
- In the post-route report, total wirelength is listed as 670,000 µm.
- The sequential-to-total area share from yosys stat is 0.800.
- The worst clock skew is 0.114 ns.
- Entering global routing, the biggest net connects 100 pins.
- The first global-routing pass estimated 862,000 µm of wire.
- The initial antenna violation count is 93.
- The leading area contributor after synthesis is sky130_fd_sc_hd__edfxtp_1.
- The number of cells on the worst reg-to-reg path is 18.
- The synthesized netlist has a Yosys-reported chip area of 125,000 µm².
- The run finished, with violations left.
- Looking at the clock tree report, the H-tree level count equals 5.
- Static timing analysis puts the maximum clock frequency at 130 MHz.
- The minimum setup slack among reg-to-reg paths is 3.69 ns.
- The critical path endpoint category is a register.
- The routed layout has 89,200 vias.
- The TritonCTS clock tree is built.
- The average detailed-routed wire length per instance is 56.2 µm.
- The tree is rooted in a sky130_fd_sc_hd__clkbuf_16.
- The combinational cell area excluding buffers and inverters is 24,600 µm².
- The post-cts hold-fix buffer tally is 0.
- Per the synth stats, the flop cell with the highest instance count is sky130_fd_sc_hd__edfxtp_1.
- The post-synthesis instance area is 125,000 µm².
- The synthesized netlist cell count is 7,436.
- Sorting the synthesized cells by area gives the leading types as sky130_fd_sc_hd__edfxtp_1 (77%), sky130_fd_sc_hd__a22oi_1 (8.2%), sky130_fd_sc_hd__dfrtp_1 (3.1%).
- The fraction of final layout cells with drive strength greater than 1 is 0.195.
- The tool warning count is 43.
- The start-to-end type of the worst setup path is reg -> reg.
- The number of global-route vias before repair is 88,800.
- The number of fillers in the final layout is 18,300.
- Checking max transition, the worst relative margin is -0.145.
- The later-pin clock latency in the skew report is 1.04 ns.
- The number of max-slew violations in the final report is 6.
- A synthesized cell averages 16.8 µm².
- The core box area is 249,000 µm².
- In this run the deepest clock path goes through 4 buffers.
- The final timing summary puts the cycle share of the worst path at 0.677.
- The number of cell instances after yosys synthesis is 7,436.
- The peak fanout along the critical path is 26.
- Excluding fillers, the count of instances in the completed layout stands at 11,900.
- The congestion estimate from routability-driven global placement came to 1.14.
- The initial cell density of the core is 0.503.
- The flip-flop and latch count after synthesis is 3,360.
- The area share of the leading cell type in the synthesized netlist is 0.768.
- Once the clock tree was built, the resizer swapped 0 gates to a different size.
- STA classifies the critical path startpoint as a register.
- The proportion of register bits with asynchronous set or reset after synthesis is 0.0476.
- The count of flip-flops with a built-in enable after synthesis is 3,200.
- The floorplan has 183 rows.
- Between the synthesized netlist and the finished layout, the area growth was recorded as 17.0%.
- The worst hold path class is reg -> reg.
- The die span in y is 502 µm.
- The all-layer global routing usage is 0.603.
- The total die area is 252,000 µm².
- After the first detailed-routing iteration, the DRC count stood at 10,300.
- The start of the worst register-to-register path is lower_echo.read_ptr[5].
- The synthesis log from Yosys contains 3 warnings.
- The report counts max-capacitance violations totalling 2.
- From the final report, the count of setup violators was given as 0.
- The checks that failed: capacitance limit, slew limit.
- Setup repair after global routing left no endpoint under its margin.
- The worst hold path begins at lower_echo.count[15].
- The data required time reported for the critical path is 12.24 ns.
- The final hold slack is 0.473 ns.
- Using the TritonRoute via totals, the vias-per-cell ratio works out to 7.48.
- VDD sags by at most 167 µV.
- The width of the chip is 502 µm.
- The number of nets still failing antenna checks after routing is 0.
- The I/O pin total is 67.
- The endpoint identified for the worst register-to-register timing path is lower_echo.audio_out[14].
- In this run the tool buffered the top-level ports with 66 buffer cells.
- Recorded from the global router log, the overflow total was 0.
- Among all cell types in the netlist, the one instantiated most often is sky130_fd_sc_hd__edfxtp_1.
- In this run, placement finished with an instance count of 11,200.
- Summing all non-filler instances in the final layout gives an area of 146,000 µm².
- The number of distinct library cells after synthesis is 71.
- For the pin with the worst max-slew slack, the measured transition is 1.72 ns.
- The first-pass iteration count of the detailed router is 12.
## final cells by class
class / instances / share of cell area
well taps: 3330 / 0.0285
diodes: 132 / 0.00226
clock buffers: 432 / 0.0642
flip-flops and latches: 3360 / 0.684
inverters: 59 / 0.00151
clock inverters: 190 / 0.0134
multi-input cells: 3691 / 0.168
repair buffers: 733 / 0.0383
## routing by layer
| layer | GRT usage | vias up | wire (µm) |
|---|---|---|---|
| met2 | 0.662 | 11600 | 249000 |
| met4 | 0.376 | 330 | 54200 |
| met5 | 0.518 | - | 13100 |
| li1 | - | 32000 | - |
| met1 | 0.627 | 42500 | 183000 |
| met3 | 0.651 | 2798 | 171000 |
## worst max path at each step
| stage | to | slack (ns) | cells after the start | from |
|---|---|---|---|---|
| CTS | upper_echo.audio_out[14] | 4.60 | 22 | upper_echo.read_ptr[1] |
| global route | lower_echo.audio_out[14] | 4.12 | 18 | lower_echo.read_ptr[5] |
| finish | lower_echo.audio_out[14] | 3.69 | 18 | lower_echo.read_ptr[5] |
## report_power, final
part	leakage [nW]	internal (W)	switching [W]	total (W)
clock	5.52	0.00670	0.00485	0.0116
sequential	30.8	0.0135	0.0000169	0.0136
combinational	12.1	0.0000796	0.000403	0.000483
## critical path, cell delays in order (launching register included)
cell and delay [ns]:
sky130_fd_sc_hd__dfrtp_1 0.84, sky130_fd_sc_hd__or2_2 0.68, sky130_fd_sc_hd__nor2_2 0.09, sky130_fd_sc_hd__buf_4 0.18, sky130_fd_sc_hd__buf_4 0.27, sky130_fd_sc_hd__a22oi_1 0.21
sky130_fd_sc_hd__nand4_1 0.84, sky130_fd_sc_hd__nor3_1 0.97, sky130_fd_sc_hd__nand4_1 0.56, sky130_fd_sc_hd__nor4_1 1.11, sky130_fd_sc_hd__buf_4 0.28, sky130_fd_sc_hd__a21oi_1 0.09
sky130_fd_sc_hd__ha_1 0.23, sky130_fd_sc_hd__and3_1 0.18, sky130_fd_sc_hd__a21oi_1 0.26, sky130_fd_sc_hd__o211ai_1 0.15, sky130_fd_sc_hd__a31oi_1 0.30, sky130_fd_sc_hd__xor2_1 0.18
sky130_fd_sc_hd__o21ai_0 0.10
## metrics by stage
stage          setup slack, ns  total power, W   util
2_1_floorplan             6.16          0.0139      -
3_3_place_gp              4.33          0.0142  0.542
3_5_place_dp              4.69          0.0143  0.542
4_1_cts                   4.60          0.0255  0.587
5_1_grt                   4.12          0.0260  0.588
6_report                  3.69          0.0256  0.589
## cell families (layout without fill, tap and decap cells)
kind of cell,count (synthesis),count (layout),share of synthesized area
xor+xnor,117,117,0.00819
other cells,0,132,0
mux,45,45,0.00401
buf+inv,385,1414,0.0122
compound gates,1681,1681,0.101
flops,3360,3360,0.800
simple gates,1794,1794,0.0687
fa+ha+maj,54,54,0.00552
## registers in the layout, summed over array words and instances, names as in the netlist
name                   flops
upper_echo.delay_line   1600
upper_echo.audio_out      16
upper_echo.write_ptr      16
lower_echo.delay_line   1600
upper_echo.read_ptr       16
lower_echo.read_ptr       16
lower_echo.count          16
upper_echo.count          16
audio_out                 32
lower_echo.write_ptr      16
lower_echo.audio_out      16
## layout by cell type, fill, tap and decap left out, types with 52 or more instances in the layout
| cell type | n |
|---|---|
| sky130_fd_sc_hd__edfxtp_1 | 3200 |
| sky130_fd_sc_hd__a22oi_1 | 1373 |
| sky130_fd_sc_hd__buf_4 | 697 |
| sky130_fd_sc_hd__nand2_1 | 535 |
| sky130_fd_sc_hd__nor2_2 | 370 |
| sky130_fd_sc_hd__clkbuf_16 | 360 |
| sky130_fd_sc_hd__nand4_1 | 188 |
| sky130_fd_sc_hd__dfrtp_1 | 154 |
| sky130_fd_sc_hd__nor2_1 | 144 |
| sky130_fd_sc_hd__diode_2 | 132 |
| sky130_fd_sc_hd__nand3_1 | 118 |
| sky130_fd_sc_hd__nor4_1 | 113 |
| sky130_fd_sc_hd__nor3_1 | 104 |
| sky130_fd_sc_hd__clkinv_1 | 76 |
| sky130_fd_sc_hd__xnor2_1 | 69 |
| sky130_fd_sc_hd__a222oi_1 | 62 |
| sky130_fd_sc_hd__clkbuf_1 | 60 |
| sky130_fd_sc_hd__inv_1 | 59 |
| sky130_fd_sc_hd__and3_1 | 53 |
| sky130_fd_sc_hd__ha_1 | 52 |
No activity file was given, so power comes from the tool's default toggle rates.
